--- design/flow/design.v ---
module Rsa256Core (
	input          i_clk,
	input          i_rst,
	input          i_start,
	input  [255:0] i_a,  
	input  [255:0] i_d,  
	input  [255:0] i_n,
	output [255:0] o_a_pow_d,  
	output         o_finished
);
	logic i_mod_start, i_mont_m_start, i_mont_t_start;
	logic i_mod_start_w,i_mod_start_r;
	logic i_mont_start_w,i_mont_start_r;
	logic o_mod_finish, o_mont_m_finish, o_mont_t_finish;
	logic [257:0] t_init,m_r,m_w,t_r,t_w;
	logic [257:0] result_m_mont, result_t_mont;
	logic [1:0] state,state_next;
	logic [8:0] top_count, top_count_next;
	logic o_finished_w,o_finished_r;
	logic [255:0] o_a_pow_d_w,o_a_pow_d_r;
	assign o_finished = o_finished_r;
	assign o_a_pow_d = o_a_pow_d_r;
	modulo_product m1(
		.clk(i_clk),
		.rst(i_rst),
		.start(i_mod_start_r),
		.N(i_n),
		.y(i_a),
		.m(t_init),
		.finish_r(o_mod_finish)
	);
	doubi_product d1(
		.clk(i_clk),
		.rst(i_rst),
		.start(i_mont_start_r),
		.N(i_n),
		.a(t_r),
		.b(m_r),
		.m(result_m_mont),
		.finish(o_mont_m_finish)
	);
	doubi_product d2(
		.clk(i_clk),
		.rst(i_rst),
		.start(i_mont_start_r),
		.N(i_n),
		.a(t_r),
		.b(t_r),
		.m(result_t_mont),
		.finish(o_mont_t_finish)
	);
	parameter S_IDLE = 2'b00;
	parameter S_MOD  = 2'b01;
	parameter S_MONT = 2'b10;
	parameter S_Check = 2'b11;
	always_comb begin
		state_next = state;
		case (state)
			S_IDLE: begin
				state_next = state;
				if(i_start) begin
					state_next = S_MOD;
				end
			end
			S_MOD: begin
				state_next = state;
				if(o_mod_finish) begin
					state_next = S_MONT;
				end
			end
			S_MONT: begin
				state_next = state;
				if(o_mont_m_finish && o_mont_t_finish) begin
					state_next = S_Check;
				end
			end
			S_Check: begin
				state_next = state;
				if(top_count == 255) begin
					state_next = S_IDLE;
				end
				else begin
					state_next = S_MONT;
				end
			end
		endcase
	end
	always_ff @(posedge i_clk or posedge i_rst) begin
		if(i_rst) begin
			state <= S_IDLE;
		end
		else begin
			state <= state_next;
		end
	end
	always_comb begin
		i_mod_start_w = i_mod_start_r;
		i_mont_start_w = i_mont_start_r;
		m_w = m_r;
		t_w = t_r;
		o_finished_w = o_finished_r;
		o_a_pow_d_w = o_a_pow_d_r; 
		case (state)
			S_IDLE: begin
				if(i_start) begin
					i_mod_start_w = 1;
				end
				if(o_finished_r==1) begin
					o_finished_w = 0;
				end
			end
			S_MOD: begin
				if(o_mod_finish) begin
					i_mod_start_w = 0;
					i_mont_start_w = 1;
					t_w = t_init;
					m_w = 1;
				end
			end
			S_MONT: begin
				i_mont_start_w = 0;
				if(o_mont_m_finish) begin
					m_w = (i_d[top_count]==1)? result_m_mont : m_r;
				end
				else begin
					m_w = m_r;
				end
				if(o_mont_t_finish) begin
					t_w = result_t_mont;
				end
				else begin
					t_w = t_r;
				end
			end
			S_Check: begin
				i_mont_start_w = i_mont_start_r;
				if(top_count == 255) begin
					i_mont_start_w = 0;
					o_finished_w = 1;
					o_a_pow_d_w = m_r;
				end
				else begin
					i_mont_start_w = 1;
				end
			end
		endcase
	end
	always_ff @(posedge i_clk or posedge i_rst) begin
		if(i_rst) begin
			i_mod_start_r <= 0;
			i_mont_start_r <= 0;
			m_r <= 256'b1;
			t_r <= 0;  
			o_finished_r <= 0;
			o_a_pow_d_r <= 256'b0;
		end
		else begin
			i_mod_start_r <= i_mod_start_w;
			i_mont_start_r <= i_mont_start_w;
			m_r <= m_w;
			t_r <= t_w;
			o_finished_r <= o_finished_w;
			o_a_pow_d_r <= o_a_pow_d_w;
		end
	end
	always_comb begin
		top_count_next = top_count;
		if(state == S_Check) begin
			top_count_next = top_count + 1;
		end
		if (state == S_Check && top_count==255) begin
			top_count_next = 9'b0;
		end
	end
	always_ff @(posedge i_clk or posedge i_rst) begin
		if(i_rst) begin
			top_count <= 9'b0;
		end
		else begin
			top_count <= top_count_next;
		end
	end
endmodule
module Rsa256Wrapper (
    input         avm_rst,
    input         avm_clk,
    output  [4:0] avm_address,  
    output        avm_read,  
    input  [31:0] avm_readdata,  
    output        avm_write,  
    output [31:0] avm_writedata,  
    input         avm_waitrequest  
);
localparam RX_BASE     = 0*4;
localparam TX_BASE     = 1*4;
localparam STATUS_BASE = 2*4;
localparam TX_OK_BIT   = 6;
localparam RX_OK_BIT   = 7;
localparam S_QUERY_RX = 3'd0;
localparam S_READ = 3'd1;
localparam S_CALCULATE = 3'd2;
localparam S_QUERY_TX = 3'd3;
localparam S_WRITE = 3'd4;
localparam S_READ_x = 2'd0;
localparam S_READ_N = 2'd1;
localparam S_READ_D = 2'd2;
localparam S_READ_ENC = 2'd3;
logic [255:0] n_r, n_w, d_r, d_w, enc_r, enc_w, dec_r, dec_w;
logic [2:0] state_r, state_w;
logic [1:0] read_state_r, read_state_w;
logic [6:0] bytes_counter_r, bytes_counter_w;
logic [4:0] avm_address_r, avm_address_w;
logic avm_read_r, avm_read_w, avm_write_r, avm_write_w;
logic rsa_start_r, rsa_start_w;
logic rsa_finished;
logic [255:0] rsa_dec;
logic [7:0] times_counter_r, times_counter_w; 
assign avm_address = avm_address_r;
assign avm_read = avm_read_r;
assign avm_write = avm_write_r;
assign avm_writedata = dec_r[247-:8];
Rsa256Core rsa256_core(
    .i_clk(avm_clk),
    .i_rst(avm_rst),
    .i_start(rsa_start_r),
    .i_a(enc_r),
    .i_d(d_r),
    .i_n(n_r),
    .o_a_pow_d(rsa_dec),
    .o_finished(rsa_finished)
);
task StartRead;
    input [4:0] addr;
    begin
        avm_read_w = 1;
        avm_write_w = 0;
        avm_address_w = addr;
    end
endtask
task StartWrite;
    input [4:0] addr;
    begin
        avm_read_w = 0;
        avm_write_w = 1;
        avm_address_w = addr;
    end
endtask
always_comb begin
    n_w = n_r;
    d_w = d_r;
    enc_w = enc_r;
    dec_w = dec_r;
    avm_address_w = avm_address_r;
    avm_read_w = avm_read_r;
    avm_write_w = avm_write_r;
    state_w = state_r;
    read_state_w = read_state_r;
    bytes_counter_w = bytes_counter_r;
    rsa_start_w = rsa_start_r;
    times_counter_w = times_counter_r; 
    case (state_r)
        S_QUERY_RX: begin
            if((!avm_waitrequest) && (avm_address_r==STATUS_BASE) && avm_readdata[RX_OK_BIT]) begin
                StartRead(RX_BASE);
                state_w = S_READ;
            end
            else begin
                StartRead(STATUS_BASE);
                state_w = S_QUERY_RX;
            end 
        end
        S_READ: begin
            case (read_state_r)
                S_READ_x: begin
                    if ((!avm_waitrequest)) begin
                        times_counter_w = avm_readdata[7:0];
                        StartRead(STATUS_BASE);
                        state_w = S_QUERY_RX;
                        read_state_w = S_READ_N;
                    end
                end
                S_READ_N: begin
                    if ((!avm_waitrequest)) begin
                        if(bytes_counter_r < 7'd31) begin
                            n_w = n_r << 8;
                            n_w[7:0] = avm_readdata[7:0];
                            bytes_counter_w = bytes_counter_r + 7'd1;
                            StartRead(STATUS_BASE);
                            state_w = S_QUERY_RX;
                            read_state_w = S_READ_N;
                        end
                        else begin
                            n_w = n_r << 8;
                            n_w[7:0] = avm_readdata[7:0];
                            bytes_counter_w = 7'd0;
                            StartRead(STATUS_BASE);
                            state_w = S_QUERY_RX;
                            read_state_w = S_READ_D;
                        end
                    end
                end
                S_READ_D: begin
                    if ((!avm_waitrequest)) begin
                        if(bytes_counter_r < 7'd31) begin
                            d_w = d_r << 8;
                            d_w[7:0] = avm_readdata[7:0];
                            bytes_counter_w = bytes_counter_r + 7'd1;
                            StartRead(STATUS_BASE);
                            state_w = S_QUERY_RX;
                            read_state_w = S_READ_D;
                        end
                        else begin
                            d_w = d_r << 8;
                            d_w[7:0] = avm_readdata[7:0];
                            bytes_counter_w = 7'd0;
                            StartRead(STATUS_BASE);
                            state_w = S_QUERY_RX;
                            read_state_w = S_READ_ENC;
                        end
                    end
                end
                S_READ_ENC: begin
                    if ((!avm_waitrequest)) begin
                        if(bytes_counter_r < 7'd31) begin
                            enc_w = enc_r << 8;
                            enc_w[7:0] = avm_readdata[7:0];
                            bytes_counter_w = bytes_counter_r + 7'd1;
                            StartRead(STATUS_BASE);
                            state_w = S_QUERY_RX;
                            read_state_w = S_READ_ENC;
                        end
                        else begin
                            enc_w = enc_r << 8;
                            enc_w[7:0] = avm_readdata[7:0];
                            bytes_counter_w = 7'd0;
                            StartRead(STATUS_BASE);
                            state_w = S_CALCULATE;
                            read_state_w = S_READ_ENC;
                            rsa_start_w = 1'b1;
                        end
                    end
                end
                default: begin
                    read_state_w = read_state_r;
                end
            endcase
        end
        S_CALCULATE: begin
            rsa_start_w = 1'b0;
            if(rsa_finished) begin
                state_w = S_QUERY_TX;
                dec_w = rsa_dec;
            end
        end
        S_QUERY_TX: begin
            if((!avm_waitrequest) && (avm_address_r==STATUS_BASE) && avm_readdata[TX_OK_BIT]) begin
                StartWrite(TX_BASE);
                state_w = S_WRITE;
            end
            else begin
                StartRead(STATUS_BASE);
                state_w = S_QUERY_TX;
            end 
        end
        S_WRITE: begin
            if (!avm_waitrequest) begin
                if(bytes_counter_r < 7'd30) begin
                    dec_w = dec_r << 8;
                    bytes_counter_w = bytes_counter_r + 7'd1;
                    StartRead(STATUS_BASE);
                    state_w = S_QUERY_TX;
                end
                else begin
                    dec_w = dec_r << 8;
                    bytes_counter_w = 7'd0;
                    StartRead(STATUS_BASE);
                    state_w = S_QUERY_RX;
                    if(times_counter_r == 0) begin
                        read_state_w = S_READ_x;
                    end
                    else begin
                        read_state_w = S_READ_ENC;
                        times_counter_w = times_counter_r - 1;
                    end
                end
            end
        end
        default: begin
            state_w = state_r;
        end
    endcase
end
always_ff @(posedge avm_clk or posedge avm_rst) begin
    if (avm_rst) begin
        n_r <= 0;
        d_r <= 0;
        enc_r <= 0;
        dec_r <= 0;
        avm_address_r <= STATUS_BASE;
        avm_read_r <= 1;
        avm_write_r <= 0;
        state_r <= S_QUERY_RX;
        read_state_r <= S_READ_x;
        bytes_counter_r <= 0;
        rsa_start_r <= 0;
        times_counter_r <= 0;
    end else begin
        n_r <= n_w;
        d_r <= d_w;
        enc_r <= enc_w;
        dec_r <= dec_w;
        avm_address_r <= avm_address_w;
        avm_read_r <= avm_read_w;
        avm_write_r <= avm_write_w;
        state_r <= state_w;
        read_state_r <= read_state_w;
        bytes_counter_r <= bytes_counter_w;
        rsa_start_r <= rsa_start_w;
        times_counter_r <= times_counter_w;
    end
end
endmodule
module doubi_product(
    input clk,
    input rst,
    input start,
    input [255:0] N,
    input [255:0] a,
    input [255:0] b,
    output reg [257:0] m,
    output reg finish
);
    logic [8:0] count_next, count;
    logic [257:0] N_stable, a_stable, b_stable, N_next, a_next, b_next, m_next;
    logic finish_next;
    logic [257:0] three_add;
    logic [257:0] add_m_b_stable;
    logic [257:0] add_m_N_stable;
    assign three_add = add_m_b_stable+N_stable;
    assign add_m_b_stable = m+b_stable;
    assign add_m_N_stable = m+N_stable;
    always_comb begin
        count_next = count + 1;
        if(count==0 && !start) begin
            count_next = 0;
        end
        else if(count == 257) begin
            count_next = 0;
        end
        else begin
            count_next = count + 1;
        end
    end
    always_comb begin
        N_next=N;
        a_next=a;
        b_next=b;
        if(start && count==0) begin
            N_next=N;
            a_next=a;
            b_next=b;
        end
        else begin
            N_next=N_stable;
            a_next=a_stable;
            b_next=b_stable;
        end
    end
    always_comb begin
        finish_next = finish;
        if(count == 257) begin
            finish_next = 1;
        end
        if(count == 0 && finish ==1) begin
            finish_next = 0;
        end    
    end
    always_comb begin
        if(count==0 && start) begin
            m_next=0;
        end
        else if(count==0) begin
            m_next=m;
        end
        else begin
            if(count==257) begin
                if(m>=N_stable) begin
                    m_next=m-N_stable;
                end
                else begin
                    m_next=m;
                end
            end
            else begin
                if(a_stable[(count-1)]==1)begin
                    if((m[0]+b_stable[0])==1) begin
                        m_next=((three_add)>>1);
                    end
                    else begin
                        m_next=((add_m_b_stable)>>1);
                    end
                end
                else begin
                    if(m[0]==1)begin
                        m_next=((add_m_N_stable)>>1);
                    end
                    else begin
                        m_next=m>>1;
                    end
                end
            end
        end
    end
    always_ff @ (posedge clk or posedge rst) begin
        if (rst) begin
            m<=256'b0;
            finish<=1'b0;
            count<=9'b0;
            N_stable<=256'b0;
            a_stable<=256'b0;
            b_stable<=256'b0;
        end
        else begin
            m<=m_next;
            count<=count_next;
            finish<=finish_next;
            N_stable<=N_next;
            a_stable<=a_next;
            b_stable<=b_next;
        end
    end
endmodule
module modulo_product (
    input clk,
    input rst,
    input start,
    input [255:0] N,
    input [255:0] y,
    output reg [255:0] m,
    output reg finish_r
);
    logic [8:0] count,count_next;
    logic [255:0] m_next;
    logic [257:0] t,t_next;
    logic finish_w;
    logic [256:0] y_add,t_add;
    assign y_add = y + y;
    assign t_add = t + t;
    always_comb begin
        count_next = count + 1;
        if(count==0 && !start) begin
            count_next = 0;
        end
        else if(count == 256) begin
            count_next = 0;
        end
        else begin
            count_next = count + 1;
        end
    end
    always_comb begin
        t_next = t;
        if((count==0 && !start) || count==256) begin
            t_next = t;
        end
        else if(count ==0 && start) begin
            if(y_add>N) begin
                t_next = y_add - N;
            end
            else begin
                t_next = y_add;
            end
        end
        else begin    
            if(t_add>N) begin
                t_next = t_add - N;
            end
            else begin
                t_next = t_add;
            end
        end
    end
    always_comb begin
        m_next = m;
        if(count == 256) begin
            if(m+t>N) begin
                m_next = m + t - N;
            end
            else begin
                m_next = m + t;
            end
        end 
        if(start && count==0) begin
            m_next = 0;
        end   
    end
    always_comb begin
        finish_w = finish_r;
        if(count == 256) begin
            finish_w = 1;
        end
        if(count == 0 && finish_r ==1) begin
            finish_w = 0;
        end   
    end
    always_ff @(posedge clk or posedge rst) begin
        if(rst) begin
            count <= 9'b0;
            t <= 258'b0;
            m <= 256'b0;
            finish_r <= 0;
        end
        else begin
            count <= count_next;
            t <= t_next;
            m <= m_next;
            finish_r <= finish_w;
        end
    end
endmodule
--- design/flow/run.sh ---
#!/bin/bash
# OpenROAD 26Q1-2900-gdf79404cd8, Yosys 0.63+post, stock flow scripts
make -C /OpenROAD-flow-scripts/flow DESIGN_CONFIG=/design/flow/config.mk WORK_HOME=/design/flow/orfs finish
--- design/flow/config.mk ---
export PLATFORM = sky130hd
export DESIGN_NAME = Rsa256Wrapper
export DESIGN_NICKNAME = Rsa256Wrapper
export VERILOG_FILES = /design/flow/design.v
export SDC_FILE = /design/flow/constraint.sdc
export NUM_CORES = 4
export LEC_CHECK = 1
export CORE_UTILIZATION = 50
--- design/flow/constraint.sdc ---
current_design Rsa256Wrapper

set clk_period 91.8
set clk_io_pct 0.2

create_clock -name clk0 -period $clk_period [get_ports {avm_clk}]

set non_clock_inputs [all_inputs -no_clocks]
set_input_delay [expr $clk_period * $clk_io_pct] -clock clk0 $non_clock_inputs
set_output_delay [expr $clk_period * $clk_io_pct] -clock clk0 [all_outputs]
==> run_results.csv <==
group,metric,value,unit
logic_synthesis,avgSynthCellArea,7.69,um^2
logic_synthesis,edf_count,0,
clocking,htreeDepth,5,
logic_synthesis,postSynthSeqShare,26.4,%
logic_synthesis,synth.area.top_cells,"dfrtp_1 (26%), ha_1 (9.8%), a21oi_1 (8.2%)",
logic_synthesis,top_area_cell,"dfrtp_1",
global_routing,grt_usage,51.3,%
placed_design,hpwl,1550,mm
logic_synthesis,synth.cell_area,0.394,mm^2
logic_synthesis,yosysChipArea,0.394,mm^2
placed_design,gp_congestion,1.15,
global_routing,grt_pass1_wl,2850,mm
logic_synthesis,top_area_share,26.4,%
floorplan,rows,325,
clocking,cts_setup_buffers,0,
clocking,root_buffer,"clkbuf_16",
logic_synthesis,yosysUniqueCellTypes,116,
floorplan,ios,74,
status,stop_error,"[ERROR GRT-0116] Global routing finished with congestion. Check the congestion regions in the DRC Viewer.",
global_routing,grt_overflow,1096,
logic_synthesis,postSynthCellCount,51300,
clocking,cts_buffer_depth,4,
clocking,cts-buffers-inserted,465,
floorplan,fp.dieH,890,um
logic_synthesis,ys.flop_type,"dfrtp_1",
floorplan,die_w,890,um
logic_synthesis,ys_ff,4161,
global_routing,grt_max_degree,166,
floorplan,initial_core_util,50.2,%
clocking,cts.sinks,4161,
global_routing,grt_pass1_vias,407000,
logic_synthesis,ys_cells,51300,
placed_design,port_buffers,22,
logic_synthesis,yosysWarnings,9,
logic_synthesis,async_flop_share,100,%
status,lastStage,"global routing",
clocking,cts_resized,0,
placed_design,dp.cells,59800,
clocking,holdBufCountCts,0,
status,status,"did not finish",
metal layers:
metal	GRT overflow	track usage (%)
met5	35	14.2
met4	198	21.1
met3	322	40.2
met2	291	61.9
met1	250	65.9
per-stage QoR:
step           utilization (%)  hold WS, ps  setup WS (ps)  instance area (um^2)  power [mW]
2_1_floorplan                -          450          15460                394000        3.83
3_3_place_gp              51.6          469          64880                405000        4.43
3_5_place_dp              51.6          481          64650                405000        4.42
4_1_cts                   53.8          489          65820                422000        6.52
synthesized netlist by cell type (all sizes together), types with 396 or more instances:
master	count
a21oi	6465
a31oi	396
inv	2418
dfrtp	4155
a21o	997
xor2	812
nor4	552
ha	3082
o31ai	564
mux2i	803
nor3	750
nand3	773
nand2	5892
o21ai	5495
xnor2	2185
o21bai	976
mux2	1613
a211oi	466
clkbuf	2674
nand4	1395
o211ai	480
nor2	4217
cell families after synthesis:
kind of cell | count (synthesis) | share of synthesized area (%)
compound gates | 17900 | 27.1
simple gates | 15000 | 17.0
buf+inv | 5463 | 5.28
flops | 4161 | 26.4
fa+ha+maj | 3094 | 9.85
xor+xnor | 2997 | 6.66
mux | 2604 | 7.72
other cells | 1 | 0.000951
Power figures rest on the tool's default switching activity, not on a simulated workload.
