### design/flow/run.sh
#!/bin/bash
# OpenROAD 26Q1-2900-gdf79404cd8, Yosys 0.63+post, stock flow scripts
make -C /OpenROAD-flow-scripts/flow DESIGN_CONFIG=/design/flow/config.mk WORK_HOME=/design/flow/orfs finish
### design/flow/config.mk
export PLATFORM = sky130hd
export DESIGN_NAME = I2cInitializer
export DESIGN_NICKNAME = I2cInitializer
export VERILOG_FILES = /design/flow/design.v
export SDC_FILE = /design/flow/constraint.sdc
export NUM_CORES = 4
export LEC_CHECK = 1
export CORE_UTILIZATION = 30
### design/flow/constraint.sdc
current_design I2cInitializer

set clk_period 6.8
set clk_io_pct 0.2

create_clock -name clk0 -period $clk_period [get_ports {i_clk}]

set non_clock_inputs [all_inputs -no_clocks]
set_input_delay [expr $clk_period * $clk_io_pct] -clock clk0 $non_clock_inputs
set_output_delay [expr $clk_period * $clk_io_pct] -clock clk0 [all_outputs]
### design/flow/design.v
module I2cInitializer(
    input  i_rst_n,
    input  i_clk,
    input  i_start,
    output o_finished,
    output o_sclk,
    inout  o_sdat,
    output o_oen,
    output o_state
);
localparam data_bytes = 30;
localparam [data_bytes * 8-1: 0] setup_data = {
    24'b00110100_000_1001_0_0000_0001,
    24'b00110100_000_1000_0_0001_1001,
    24'b00110100_000_0111_0_0100_0010,
    24'b00110100_000_0110_0_0000_0000,
    24'b00110100_000_0101_0_0000_0000,
    24'b00110100_000_0100_0_0001_0101,
    24'b00110100_000_0011_0_0111_1001,
    24'b00110100_000_0010_0_0111_1001,
    24'b00110100_000_0001_0_1001_0111,
    24'b00110100_000_0000_0_1001_0111
};
localparam S_IDLE = 0;
localparam S_READY = 1;
localparam S_PROC = 2;
localparam S_FIN1 = 3;
localparam S_FIN2 = 4;
localparam S_FIN3 = 5;
localparam S_FIN4 = 6;
localparam SCLK_READY = 0;
localparam SCLK_OUTPUT = 1;
localparam SCLK_MOD = 2;
logic [2:0] state,state_nxt;
logic [2:0] sclk_S, sclk_Snxt;
logic [data_bytes * 8 - 1: 0] data, data_nxt;
logic oen;
logic sdat, sdat_nxt;
logic sclk, sclk_nxt;
logic finish, finish_nxt;
logic [4:0] ctr1, ctr1_nxt;  
logic [4:0] ctr2, ctr2_nxt;  
assign o_finished = finish;
assign o_sclk = sclk;
assign o_sdat = oen? sdat: 1'bz;
assign o_oen = oen;
assign o_state = ~o_finished & (state>=S_READY);
always_comb begin
	state_nxt = state;
		data_nxt = data;
		sdat_nxt = sdat;
		sclk_nxt = sclk;
		sclk_Snxt = sclk_S;
		finish_nxt = 0;
		oen = 1;
		ctr1_nxt = 0;
		ctr2_nxt = 0;
	case(state)
		S_IDLE: begin
			if(i_start) begin
				state_nxt = S_READY;
				data_nxt = setup_data;
				sclk_nxt = 1;
				sdat_nxt = 0;
				sclk_Snxt = SCLK_READY;
			end
			else begin
				state_nxt = state;
				data_nxt = data;
				sdat_nxt = sdat;
				sclk_nxt = sclk;
				sclk_Snxt = sclk_S;
			end
			finish_nxt = 0;
			oen = 1;
			ctr1_nxt = 0;
			ctr2_nxt = 0;
		end
		S_READY: begin
			state_nxt = S_PROC;
			data_nxt = data << 1;
			sdat_nxt = data[data_bytes * 8 - 1];
			sclk_nxt = 0;
			sclk_Snxt = SCLK_READY;
			finish_nxt = finish;
			oen = 1;
			ctr1_nxt = 0;
			ctr2_nxt = 0;
		end
		S_PROC: begin
			if(ctr1<5'd3) begin
				case(sclk_S)
					SCLK_READY: begin
						ctr2_nxt = ctr2;
						ctr1_nxt = ctr1;
						sdat_nxt = sdat;
						sclk_nxt = 1;
						sclk_Snxt = SCLK_OUTPUT;
						data_nxt = data;
					end
					SCLK_OUTPUT: begin
						ctr2_nxt = ctr2;
						ctr1_nxt = ctr1;
						sdat_nxt = sdat;
						sclk_nxt = 0;
						sclk_Snxt = SCLK_MOD;
						data_nxt = data;
					end
					SCLK_MOD: begin
						ctr2_nxt = (ctr2==5'd8)? 0:ctr2 + 5'd1;
						ctr1_nxt = (ctr2==5'd8)? ctr1+5'd1:ctr1;
						sdat_nxt = data[data_bytes * 8 - 1];
						sclk_nxt = 0;
						sclk_Snxt = SCLK_READY;
						data_nxt = (ctr2==5'd7)? data: ((ctr2==5'd8)&&(ctr1==5'd2))? data: data << 1;
					end
				endcase
				oen = (ctr2==5'd8)? 0:1;
				state_nxt = state;
				finish_nxt = 0;
			end
			else begin
				ctr2_nxt = 0;
				ctr1_nxt = 0;
				sdat_nxt = 0;
				sclk_nxt = 1;
				sclk_Snxt = SCLK_READY;
				data_nxt = data;
				oen = 1;
				state_nxt = S_FIN1;
				finish_nxt = 0;
			end
		end
		S_FIN1: begin
			ctr2_nxt = 0;
			ctr1_nxt = 0;
			sdat_nxt = 1;
			sclk_nxt = 1;
			sclk_Snxt = SCLK_READY;
			data_nxt = data;
			oen = 1;
			state_nxt = S_FIN2;
			finish_nxt = 0;
		end
		S_FIN2: begin
			ctr2_nxt = 0;
			ctr1_nxt = 0;
			sdat_nxt = 0;
			sclk_nxt = 1;
			sclk_Snxt = SCLK_READY;
			data_nxt = data;
			oen = 1;
			state_nxt = S_FIN3;
			finish_nxt = 0;
		end
		S_FIN3: begin
			ctr2_nxt = 0;
			ctr1_nxt = 0;
			sdat_nxt = 0;
			sclk_nxt = 0;
			sclk_Snxt = SCLK_READY;
			data_nxt = data;
			oen = 1;
			state_nxt = S_FIN4;
			finish_nxt = 0;
		end
		S_FIN4: begin
			if(data!=240'd0) begin
				state_nxt = S_PROC;
				data_nxt = data << 1;
				sdat_nxt = data[data_bytes * 8 - 1];
				sclk_nxt = 0;
				sclk_Snxt = SCLK_READY;
				finish_nxt = 0;
				oen = 1;
				ctr1_nxt = 0;
				ctr2_nxt = 0;
			end
			else begin
				state_nxt = S_FIN4;
				data_nxt = data;
				sdat_nxt = 0;
				sclk_nxt = 0;
				sclk_Snxt = SCLK_READY;  
				finish_nxt = 1;
				oen = 1;
				ctr1_nxt = 0;
				ctr2_nxt = 0;
			end
		end
		default: begin
			state_nxt = state;
			data_nxt = data;
			sdat_nxt = sdat;
			sclk_nxt = sclk;
			sclk_Snxt = sclk_S;
			finish_nxt = 0;
			oen = 1;
			ctr1_nxt = 0;
			ctr2_nxt = 0;
		end
	endcase
end
always_ff @(posedge i_clk or negedge i_rst_n) begin
	if(~i_rst_n) begin
		state <= S_IDLE;
		data <= setup_data;
		ctr1 <= 0;
		ctr2 <= 0;
		sdat <= 1;
		sclk <= 1;
		sclk_S <= SCLK_MOD;
		finish <= 0;
	end else begin
		state <= state_nxt;
		data <= data_nxt;
		ctr1 <= ctr1_nxt;
		ctr2 <= ctr2_nxt;
		sdat <= sdat_nxt;
		sclk <= sclk_nxt;
		sclk_S <= sclk_Snxt;
		finish <= finish_nxt;
	end
end
endmodule
==> impl_metrics.sql <==
-- load yosys + openroad results
INSERT INTO impl_metrics (metric_group, metric, value, unit) VALUES
('status', 'outcome', 'stopped before the end', ''),
('status', 'stop_stage', 'clock tree synthesis (4_1_cts)', ''),
('status', 'flow.first_error', '[error] [KeplerFormal.cpp:679] Workflow failed: Iso has multiple drivers: .o_sdat0, o_sdat$_DFFE_PN1P_.Q0', ''),
('cts', 'h-tree-depth', '1', ''),
('cts', 'cts_resized', '0', ''),
('placed_design', 'detailed_place_hpwl', '13.7', 'mm'),
('cts', 'number_of_cts_inserted_buffers', '28', ''),
('synthesis', 'post_synth_main_logic_family', 'simple AND/OR/NAND/NOR gates', ''),
('synthesis', 'ys_sh_simple', '30.5', '%'),
('die', 'initCoreUtil', '30.5', '%'),
('synthesis', 'postSynth.topFlopCell', 'sky130_fd_sc_hd__dfrtp_1', ''),
('synthesis', 'yosysSeqAreaShare', '55.0', '%'),
('synthesis', 'netlist-cell-type-count', '42', ''),
('synthesis', 'synth-warning-count', '2', ''),
('cts', 'cts_hold_repair.buffers', '0', ''),
('placed_design', 'place.gp.congestion', '0.786', ''),
('synthesis', 'synth-edff-count', '0', ''),
('die', 'floorplan.rows', '73', ''),
('synthesis', 'ys_async_sr_fraction', '100', '%'),
('synthesis', 'synth.yosys.chip_area', '12100', 'µm²'),
('synthesis', 'postSynthRegisterBits', '263', ''),
('die', 'chipHeight', '203', 'µm'),
('cts', 'clock_sinks', '263', ''),
('die', 'die-width', '203', 'µm'),
('synthesis', 'synthesis.area_per_instance', '9.79', 'µm²'),
('cts', 'ctsRootBufferMaster', 'sky130_fd_sc_hd__clkbuf_16', ''),
('die', 'io_pins', '8', ''),
('synthesis', 'mux_area_share', '0.0928', '%'),
('synthesis', 'synth_compound_gate_area_share', '8.44', '%'),
('placed_design', 'dpl_worst_slack', '3.23', 'ns'),
('synthesis', 'xor_share', '0', '%'),
('cts', 'post-cts-setup-buffers', '0', ''),
('synthesis', 'yosysCellCount', '1239', ''),
('placed_design', 'io_buffers', '6', ''),
('cts', 'clk_path_buf_depth', '3', ''),
('synthesis', 'synthesis.area', '12100', 'µm²'),
('synthesis', 'gate_count_after_technology_mapping', '1239', ''),
('synthesis', 'fa_ha_maj_cells_area_fraction', '0.412', '%');
-- cell families after synthesis --
kind of cell,after synthesis
flip-flops,263
AND-OR/OR-AND,193
multiplexers,1
adder cells (fa/ha/maj),4
AND/OR/NAND/NOR,681
buffers and inverters,96
other,1
-- Yosys cell counts (2+ instances only) --
| cell type | n | area share, % |
|---|---|---|
| sky130_fd_sc_hd__buf_2 | 18 | 0.74 |
| sky130_fd_sc_hd__and2_1 | 2 | 0.10 |
| sky130_fd_sc_hd__nor3_1 | 20 | 0.83 |
| sky130_fd_sc_hd__nor2_1 | 84 | 2.6 |
| sky130_fd_sc_hd__or3_1 | 3 | 0.15 |
| sky130_fd_sc_hd__nor3_2 | 134 | 11 |
| sky130_fd_sc_hd__and3_1 | 2 | 0.10 |
| sky130_fd_sc_hd__buf_6 | 14 | 1.3 |
| sky130_fd_sc_hd__inv_1 | 6 | 0.19 |
| sky130_fd_sc_hd__o21ai_0 | 172 | 7.1 |
| sky130_fd_sc_hd__a21oi_1 | 4 | 0.17 |
| sky130_fd_sc_hd__nor4_1 | 63 | 3.2 |
| sky130_fd_sc_hd__nand4_1 | 15 | 0.77 |
| sky130_fd_sc_hd__dfstp_2 | 78 | 17 |
| sky130_fd_sc_hd__dfrtp_1 | 185 | 38 |
| sky130_fd_sc_hd__buf_4 | 11 | 0.68 |
| sky130_fd_sc_hd__ha_1 | 4 | 0.41 |
| sky130_fd_sc_hd__clkbuf_4 | 2 | 0.12 |
| sky130_fd_sc_hd__nand2_1 | 345 | 11 |
| sky130_fd_sc_hd__buf_12 | 8 | 1.3 |
| sky130_fd_sc_hd__a22o_1 | 4 | 0.29 |
| sky130_fd_sc_hd__clkbuf_1 | 37 | 1.1 |
| sky130_fd_sc_hd__o22ai_1 | 2 | 0.10 |
| sky130_fd_sc_hd__o21ai_1 | 4 | 0.17 |
| sky130_fd_sc_hd__nand3_1 | 4 | 0.17 |
| sky130_fd_sc_hd__o31ai_1 | 2 | 0.12 |
-- stage by stage --
stage          std cells  utilization, %  total power [mW]  area (µm²)
3_5_place_dp        1693            31.0              3.59       12400
3_3_place_gp        1693            31.0              3.57       12400
2_1_floorplan       1240               -              3.37       12100
No activity file was given, so power comes from the tool's default toggle rates.
